`design/flow/run.sh`:
```
#!/bin/bash
# OpenROAD 26Q1-2900-gdf79404cd8, Yosys 0.63+post, stock flow scripts
make -C /OpenROAD-flow-scripts/flow DESIGN_CONFIG=/design/flow/config.mk WORK_HOME=/design/flow/orfs finish
```
`design/flow/config.mk`:
```
export PLATFORM = sky130hd
export DESIGN_NAME = adder
export DESIGN_NICKNAME = adder
export VERILOG_FILES = /design/flow/design.v
export SDC_FILE = /design/flow/constraint.sdc
export NUM_CORES = 4
export LEC_CHECK = 1
export CORE_AREA = 10 10 85 85
export DIE_AREA = 0 0 95 95
```
`design/flow/constraint.sdc`:
```
current_design adder

set clk_period 14.5
set clk_io_pct 0.2

create_clock -name clk0 -period $clk_period

set non_clock_inputs [all_inputs -no_clocks]
set_input_delay [expr $clk_period * $clk_io_pct] -clock clk0 $non_clock_inputs
set_output_delay [expr $clk_period * $clk_io_pct] -clock clk0 [all_outputs]
```
`design/flow/design.v`:
```
`timescale 1ns/1ps
module adder #(
    parameter WIDTH = 32
)(
    input  logic [WIDTH-1:0] a,
    input  logic [WIDTH-1:0] b,
    output logic [WIDTH-1:0] sum
);
assign sum = a + b;
endmodule
```
==> run notes <==
Quick summary of the implementation run below.

The final number of hold-violating endpoints is 0. Post-CTS timing repair inserted 0 buffers for setup. The count of cells resized by post-cts repair came out at 0.

Per the OpenROAD power report, leakage power amounts to 0.001176 uW. The overall via count from detail_route came out at 2051. The share of the synthesized area in the top cell type is 22.24%. The fmax came out at 114.6 MHz. At the end of routability-driven placement, the weighted congestion stood at 0.9245. After detailed routing, the number of vias per cell comes to 5.153.

The fraction of layout cells with a size suffix above 1 is 3.067%. Combinational logic is responsible for 100.0% of the overall power. The sequential cell count of the final layout came out at 0. The slew of the pin with the lowest slew margin came out at 539.5 ps. According to the dpl log, the detail-placed design has an HPWL of 5111 microns. The detailed-router iteration count before antenna repair came out at 4. By area the synthesized netlist is led by ha_1 (22%), a21oi_1 (8.3%), a21o_1 (8.2%).

The arrival time of data at the worst endpoint is listed as 5820 ps. Global routing finished with a remaining overflow of 0. The sequential element share of the synthesized area came out at 0%. The worst setup path is captured at a primary output. Registers take 0 sq um. The top-level port count is 96. The count of antenna-violating nets left after detailed routing came out at 0. The combined area of all synthesized cells came out at 0.001744 sq mm. The number of pins with negative max-slew slack in the final report is 0.

The initial antenna violation count is 0. The setup violation total in the final timing report came out at 0. The initial cell density of the core came out at 31.87%. Counting instances in the post-synthesis netlist gives the leading cell types as ha_1 (31), a21oi_1 (29), a21o_1 (19).

The count of mapped cells out of synthesis came out at 241. The post-synthesis to final-layout area growth is 57.75%. The routed wirelength normalized by instance count came out at 14.49 microns. The number of different library cells in the post-synthesis netlist is 50. Setup total negative slack on the finished layout was measured at 0 ps. The all-layer global routing usage is 12.32%. The y dimension of the die is 95 microns. The largest net degree at the start of global routing is 11. The power report attributes to the clock group a share of 0%. Setup repair after global routing left no endpoint under its margin. The number of diodes added for antenna fixing is 0. The number of global-route vias before repair came out at 2030. The number of clock-tree buffers in the layout is 0. The power density normalized to cell area came out at 48.20 mW/mm^2. The smallest clock period supported by the final layout is computed as 8725 ps. The worst setup path startpoint is a[0]. The hold buffer count at cts came out at 0.

The width of the chip is 95 microns. Warnings raised by the tools during the run amount to 32. The relative slew slack is 63.10%.

The required time of the critical path is 11600 ps. The sequential share of power came out at 0%. The run finished with clean final reports. The warning tally printed by Yosys for this design is 0.

The switching power came out at 52.44 uW. The number of remaining DRC errors came out at 0. The worst IR drop on VDD is 0.01920 mV. Looking at hold timing, the worst path starts from b[0]. The total area inside the core boundary comes to 0.005473 sq mm. The worst hold slack across all endpoints came out at 6828 ps. The area reported by Yosys stat is 0.001744 sq mm.

Per the detailed-route log, wirelength across all metal layers totals 5766 microns. The final critical path takes up 60.17% of the cycle. The kind of path behind the tightest hold check is in -> out. The worst setup path is of the in -> out kind. In the Yosys report the total cell count is 241.

The die footprint came out at 0.009025 sq mm. ha_1 takes more of the synthesized area than any other cell. The number of port buffers is 96.

The tool flagged a number of max-cap violations equal to 0. Each instance of the synthesized netlist takes up on average 7.237 sq um. The floorplan has 27 rows. The most common cell in the synthesized netlist is ha_1.

The number of instances on the worst hold path came out at 3. The largest fanout of any net on the critical path is 4. The first routing iteration left 35 violations. The number of filler instances in the final layout is 565. The internal power consumption came out at 80.18 uW. The first global-routing pass estimated 9466 microns of wire. The switching share of power is 39.54%. The worst setup path is launched from a primary input.
[worst paths after layout]
kind | endpoint | slack [ps]
max | sum[26] | 5780
min | sum[0] | 6830
[routing by layer]
| layer | routed length (microns) | vias to the layer above | part of all wire [%] | GRT usage (%) |
|---|---|---|---|---|
| met4 | 0 | 0 | 0 | 0 |
| met5 | 0 | - | 0 | 0 |
| met2 | 2566 | 53 | 45 | 21.00 |
| li1 | - | 1098 | - | - |
| met1 | 2747 | 900 | 48 | 16.58 |
| met3 | 452 | 0 | 7.8 | 2.644 |
[kinds of logic (layout without fill, tap and decap cells)]
group / after synthesis / after routing / share of synthesized area [%]
AOI/OAI and AO/OA: 97 / 97 / 39.31
and+or+nand+nor: 65 / 65 / 18.29
adders and majority gates: 32 / 32 / 23.39
xor gates and xnor gates: 28 / 28 / 14.06
buffers and inverters: 17 / 102 / 3.802
muxes: 2 / 2 / 1.148
[cell usage in the layout, fill, tap and decap left out, types with 3 or more instances in the layout]
cell             Yosys  routed
inv_1                6       6
or2_2                3       3
a21oi_1             29      29
o21bai_1             4       4
nor2_1              12      12
a31oi_1              3       3
xor2_1              15      15
a21o_1              19      19
nor3_1               4       4
a211oi_1             3       3
clkdlybuf4s50_1      0      96
nand4_1              8       8
o21ai_0             13      13
o211ai_1             3       3
ha_1                31      31
xnor2_1             13      13
nand3_1             10      10
nand2_1             18      18
[layout make-up]
type | instances | area (sq um) | area share, %
Inverter | 6 | 22.52 | 0.8186
Multi-Input combinational cell | 224 | 1678 | 60.98
Tap cell | 72 | 90.09 | 3.274
Timing Repair Buffer | 96 | 960.9 | 34.92
[critical path, cell delays in order]
cell and delay, ps:
clkdlybuf4s50_1 400, ha_1 240, fa_1 400, a21o_1 220, a31o_2 280, nand3_1 90
o221ai_1 230, a311oi_1 330, o21bai_1 100, xor2_1 130, clkdlybuf4s50_1 500
[power by group through the flow]
| stage | clock, uW | combinational, uW | sequential [uW] |
|---|---|---|---|
| 6_report | 0 | 133 | 0 |
| 5_1_grt | 0 | 148 | 0 |
| 4_1_cts | 0 | 135 | 0 |
[through the flow]
stage	total power (uW)	util, %	worst slack, ps	area (sq um)	std cells
final	132.6	50.27	5775	2751	398
after CTS	135.1	50.27	5759	2751	398
after floorplan	64.06	-	6875	1744	241
after global routing	148.1	50.27	5532	2751	398
after global placement	134.5	50.27	5792	2751	398
after detailed placement	134.2	50.27	5770	2751	398
Power is estimated from default activity; no workload was simulated.
