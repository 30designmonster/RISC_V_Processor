## /design/flow/config.mk

```make
export PLATFORM = sky130hd
export DESIGN_NAME = alu
export DESIGN_NICKNAME = alu
export VERILOG_FILES = /design/flow/design.v
export SDC_FILE = /design/flow/constraint.sdc
export NUM_CORES = 4
export LEC_CHECK = 1
export CORE_UTILIZATION = 40
```

## /design/flow/constraint.sdc

```tcl
current_design alu

set clk_period 16.7
set clk_io_pct 0.2

create_clock -name clk0 -period $clk_period

set non_clock_inputs [all_inputs -no_clocks]
set_input_delay [expr $clk_period * $clk_io_pct] -clock clk0 $non_clock_inputs
set_output_delay [expr $clk_period * $clk_io_pct] -clock clk0 [all_outputs]
```

## /design/flow/design.v

```verilog
`timescale 1ns/1ps
module alu #(
    parameter WIDTH = 32
)(
    input  logic [WIDTH-1:0] a,            
    input  logic [WIDTH-1:0] b,            
    input  logic [3:0] alu_control,        
    output logic [WIDTH-1:0] result,       
    output logic zero,                      
    output logic overflow,                  
    output logic negative                   
);
localparam [3:0] ALU_ADD  = 4'b0000;     
localparam [3:0] ALU_SUB  = 4'b0001;     
localparam [3:0] ALU_AND  = 4'b0010;     
localparam [3:0] ALU_OR   = 4'b0011;     
localparam [3:0] ALU_XOR  = 4'b0100;     
localparam [3:0] ALU_SLT  = 4'b0101;     
localparam [3:0] ALU_SLTU = 4'b0110;     
localparam [3:0] ALU_SLL  = 4'b0111;     
localparam [3:0] ALU_SRL  = 4'b1000;     
localparam [3:0] ALU_SRA  = 4'b1001;     
logic [WIDTH-1:0] add_result;
logic [WIDTH-1:0] sub_result;
logic add_overflow, sub_overflow;
assign add_result = a + b;
assign sub_result = a - b;
assign add_overflow = (a[WIDTH-1] == b[WIDTH-1]) && (add_result[WIDTH-1] != a[WIDTH-1]);
assign sub_overflow = (a[WIDTH-1] != b[WIDTH-1]) && (sub_result[WIDTH-1] != a[WIDTH-1]);
always_comb begin
    case (alu_control)
        ALU_ADD: begin
            result = add_result;
            overflow = add_overflow;
        end
        ALU_SUB: begin
            result = sub_result;
            overflow = sub_overflow;
        end
        ALU_AND: begin
            result = a & b;
            overflow = 1'b0;
        end
        ALU_OR: begin
            result = a | b;
            overflow = 1'b0;
        end
        ALU_XOR: begin
            result = a ^ b;
            overflow = 1'b0;
        end
        ALU_SLT: begin
            result = ($signed(a) < $signed(b)) ? 32'h1 : 32'h0;
            overflow = 1'b0;
        end
        ALU_SLTU: begin
            result = (a < b) ? 32'h1 : 32'h0;
            overflow = 1'b0;
        end
        ALU_SLL: begin
            result = a << b[4:0];   
            overflow = 1'b0;
        end
        ALU_SRL: begin
            result = a >> b[4:0];
            overflow = 1'b0;
        end
        ALU_SRA: begin
            result = $signed(a) >>> b[4:0];
            overflow = 1'b0;
        end
        default: begin
            result = 32'h0;
            overflow = 1'b0;
        end
    endcase
end
assign zero = (result == 32'h0);
assign negative = result[WIDTH-1];
endmodule
```

## /design/flow/run.sh

```bash
#!/bin/bash
# OpenROAD 26Q1-2900-gdf79404cd8, Yosys 0.63+post, stock flow scripts
make -C /OpenROAD-flow-scripts/flow DESIGN_CONFIG=/design/flow/config.mk WORK_HOME=/design/flow/orfs finish
```

==> flow_metrics.py <==
# Flow results
metrics = {
    "run_status": {
        "status": "complete, no violations",
    },
    "job": {
        "drv_cap": 0,
        "warnings": 97,
    },
    "layout": {
        "finalNonFillerCells": 1707,
        "drive_gt1_frac": 0.0782,
        "synthToLayoutAreaGrowth_pct": 12.0,
        "seqCellArea_um2": 0,
        "nClkBuffers": 0,
        "nFillCells": 2363,
        "final_util": 0.460,
        "ff_count": 0,
        "design_area_um2": 10500,
    },
    "floorplanning": {
        "die-height_um": 155,
        "fp_util": 0.411,
        "dieArea_um2": 24000,
        "io_pins": 103,
        "die_w_um": 155,
        "rows": 55,
        "core_um2": 22800,
    },
    "logic_synthesis": {
        "synthTopCellsByArea": "ha_1, mux4_2, mux2i_1",
        "syn_area_per_cell_um2": 6.87,
        "topCombFamilyByArea": "AND-OR/OR-AND gates",
        "xor_share": 0.00655,
        "synth_cell_types": 89,
        "netlist_area_um2": 9370,
        "synth.top_cell.area_share": 0.130,
        "yosys-top-cells-count": "nand2_1, nor2_1, a21oi_1, ha_1, inv_1",
        "synthMuxAreaShare": 0.170,
        "top_cell": "nand2_1",
        "yosysChipArea_um2": 9370,
        "ys_cells": 1364,
        "simple_gate_area_frac": 0.230,
        "synthAoiAreaFrac": 0.365,
        "syn_inst": 1364,
        "ys_seq_frac": 0,
        "ys_warn_count": 1,
        "ys_sh_adder": 0.134,
        "largest_area_cell": "ha_1",
    },
    "sta": {
        "holdWs_ns": 7.95,
        "setup_violations": 0,
        "hold_viol_final": 0,
        "period_minus_slack_ns": 12.42,
        "final-max-slew-violation-count": 0,
        "finalCritPeriodShare": 0.744,
        "max_clock_freq_ghz": 0.0805,
        "worstMarginPinSlew_ns": 0.794,
        "slew_headroom": 0.455,
        "rsz0062_at_grt": "no",
        "setup_tns_ns": 0,
    },
    "drt": {
        "dr_total_vias": 11600,
        "dr.first_iter.drc_count": 1458,
        "drt-pass1-iter-count": 7,
        "viasPerCell": 6.82,
        "n_antenna_cell": 0,
        "antenna_left": 0,
        "wl_um": 46200,
        "drc": 0,
        "routedWlPerCell_um": 27.0,
    },
    "global_routing": {
        "antenna_found_initial": 0,
        "grt_pass1_wl_um": 69000,
        "grt_start_max_net_pins": 59,
        "grt_pass1_vias": 10700,
        "grt-ovfl-total": 0,
        "track_usage": 0.388,
    },
    "worst_setup_path": {
        "critPathRequiredTime_ns": 13.36,
        "start_kind": "primary input",
        "arrival_ns": 9.08,
        "cp_cell_sequence": "clkdlybuf4s50_1 -> buf_4 -> clkinv_1 -> ha_1 -> nor2_1 -> o221ai_1 -> o2bb2ai_1 -> o311a_1 -> o211ai_1 -> o221a_2 -> o21ai_0 -> nor4_1 -> nand4b_1 -> or4_1 -> nor4b_2 -> clkdlybuf4s50_1",
        "cp_slowest_cell": "o211ai_1",
        "slowest_delay_ns": 0.53,
        "crit_buf_inv": 4,
        "end_kind": "output pin",
        "path_max_fanout": 47,
        "critPathTopFamily": "AND-OR/OR-AND gates",
        "crit_path_frequent_cell": "clkdlybuf4s50_1",
        "crit_type": "in2out",
    },
    "power": {
        "p_leak_nw": 4.27,
        "power_density_nw_per_um2": 35.0,
        "vdd_drop_max_mv": 0.0146,
    },
    "placed_design": {
        "routabilityCongestion": 1.06,
        "port_buffers": 103,
        "place_inst": 1707,
        "post_dp_cell_area_um2": 10500,
        "dp_hpwl_um": 36400,
    },
    "hold_path": {
        "holdCritPathClass": "in2out",
    },
    "clock_tree": {
        "hold_buffers": 0,
        "post_cts_buffers": 0,
        "cts.repair.resized": 0,
    },
}
-- where the power goes --
| group | internal, mW | switching, mW | leakage, nW |
|---|---|---|---|
| Sequential | 0 | 0 | 0 |
| Clock | 0 | 0 | 0 |
| Combinational | 0.143 | 0.225 | 4.27 |
-- cell usage in the layout, fill, tap and decap left out, drive strengths merged, types with 7 or more instances in the layout --
master	count
nand2	132
nor2	123
a21oi	104
clkdlybuf4s50	99
ha	97
inv	96
o21ai	90
mux2i	57
nor3	39
nand3	32
mux4	31
buf	31
o211ai	27
a211oi	27
mux2	26
o22ai	22
a22oi	21
a21o	19
a31oi	19
nor2b	18
nor4	16
a211o	15
o221ai	13
nand2b	13
o21bai	12
a221oi	12
o31ai	12
a32oi	11
nand4	10
o2111ai	10
and2	9
o21a	9
and3	8
or2	8
or4	7
o31a	7
-- cell families (layout without fill, tap and decap cells) --
kind of cell,after synthesis,count (layout)
AND-OR/OR-AND,498,498
XOR/XNOR,7,7
adder cells (fa/ha/maj),99,99
buffers and inverters,199,229
multiplexers,114,114
AND/OR/NAND/NOR,447,447
-- worst paths after layout --
check  from         to  slack, ns  cells past startpoint
min    b[3]  result[9]       7.95                      4
max    b[4]       zero       4.28                     16
-- worst min-delay path, cell delays in order --
cell and delay, ns:
buf_2 0.10, buf_4 0.30, o221ai_1 0.32, clkdlybuf4s50_1 0.51
-- stage by stage --
stage | power, mW | setup WS, ns
6_report | 0.367 | 4.28
5_1_grt | 0.390 | 4.04
4_1_cts | 0.356 | 4.39
3_5_place_dp | 0.354 | 4.41
3_3_place_gp | 0.358 | 4.40
2_1_floorplan | 0.218 | 5.70
-- layer usage --
metal,up-vias,wire (um),GRT usage
met2,735,19600,0.578
met4,0,1680,0.108
li1,5265,-,-
met3,114,5220,0.0854
met1,5521,19600,0.565
met5,-,0,0
-- cell type report --
type               count  area, um2  area share
multi-input cells   1165       8510       0.811
repair buffers       130       1220       0.116
well taps            313        392      0.0373
inverters             99        372      0.0354
Power is estimated from default activity; no workload was simulated.
